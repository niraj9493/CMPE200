File: ./design.v
`timescale 1ns / 1ps
module Program_counter(
    input [31:0] Address,
	 input clk,
    output reg [31:0] Out_Addr1,
	 output reg [31:0] Out_Addr2_plus_1
    );
reg [31:0] inc;
reg [32:0] prev,next;
initial 
begin
#130 
inc =0;	
prev = 0;
end 
always @ (posedge clk)
begin
		next = Address;
	if(prev != Address)
	begin
		inc = Address;
		prev = next;
	end
	else
	begin
		Out_Addr1 = inc;
		Out_Addr2_plus_1 = inc + 1;
	end
end
endmodule
File: ./run.sh
#!/bin/bash
# OpenROAD 26Q1-2900-gdf79404cd8, Yosys 0.63+post, stock flow scripts
make -C /OpenROAD-flow-scripts/flow DESIGN_CONFIG=/design/flow/config.mk WORK_HOME=/design/flow/orfs finish
File: ./config.mk
export PLATFORM = sky130hd
export DESIGN_NAME = Program_counter
export DESIGN_NICKNAME = Program_counter
export VERILOG_FILES = /design/flow/design.v
export SDC_FILE = /design/flow/constraint.sdc
export NUM_CORES = 4
export LEC_CHECK = 1
export CORE_UTILIZATION = 30
File: ./constraint.sdc
current_design Program_counter

set clk_period 5.8
set clk_io_pct 0.2

create_clock -name clk0 -period $clk_period [get_ports {clk}]

set non_clock_inputs [all_inputs -no_clocks]
set_input_delay [expr $clk_period * $clk_io_pct] -clock clk0 $non_clock_inputs
set_output_delay [expr $clk_period * $clk_io_pct] -clock clk0 [all_outputs]
==> run summary <==
run metrics: status complete, no violations, Setup TNS 0 ns, Pre-Repair DR Iteration Count 4, grt total ovfl 0, I/O pins 97, LEAKAGE about 1.7 nW, Resize count post-CTS 0, R2R depth 5, CP startpoint Address[24], Rows roughly 41, crit start category input port, final-report hold violation count 0, RSZ-0062 raised after global routing false, RePlAce Congestion 0.809, synth unique cells 24, reg2reg start inc[28], clock slew seen by the registers of the worst setup and hold paths roughly 0.060 ns, Max Cap Violations 0, initial antenna violation count 0, Final Critical Period between 3 and 4 ns, Worst Setup EP Out_Addr1[9], clk root buf clkbuf_16, routed length on met2 between 4000 and 5000 um, Vias/cell 4.43, Slew HR roughly 48%, Diodes inserted 0, first-pass GRT wire length 12,800 um, count of buffers from port buffering 96, Peak Freq between 0.2 and 0.3 GHz, CTS tree built, chip area 13,600 sq um, drc violations 0, critical path arrival between 3 and 4 ns, area post-placement roughly 5000 sq um, register area 2880 sq um, Post-Layout Cell Count just over 500, FF-to-FF setup slack around 2.9 ns, Worst Skew roughly 0.0045 ns, pre-CTS WS 1.73 ns, Area Overhead vs Synth 36.2%, clock tree sinks 96, CTS max path bufs 2, via count about 2,300, post-CTS setup buffer count 0, placed insts between 500 and 600, final setup fails 0, DRT Wirelength approximately 8400 um, Avg Cell Area, Syn around 17 sq um, iteration-0 DRC count of the detailed router roughly 130, crit path capture type register, Buf/Inv on CP 2, Crit. path cell count 6, total tool warning count 25, largest net degree at the start of global routing 38, synthesis area per yosys 3950 sq um, CP max FO 37, Seq share, synth between 70% and 80%, WL met3 roughly 640 um, vias in the first global route approximately 2,300, mapped cell area between 3000 and 4000 sq um, Gate Area roughly 1000 sq um, worst setup margin 2.14 ns, fillcell total ~1,200, hold-fix buffers at CTS 0, TritonCTS buffer count 9, DR WL/cell between 15 and 20 um, YS warnings 1, Late-Pin Clk Latency roughly 0.33 ns, total track usage between 10% and 20%, Worst-Margin Slew approximately 0.77 ns, wire length on met1 3640 um, WP data required between 5 and 6 ns, ys flops about 96, Slew Viols, Final 0, Crit path largest cell delay approximately 0.73 ns, CORE AREA around 13,000 sq um, antenna viol nets, final 0, Crit Path Category in -> reg, min-delay worst type reg -> reg, Die Width between 100 and 150 um, cell area after layout 5380 sq um, peak supply drop around 0.00013 V, Final period util between 60% and 70%, layout cells sized above 1 8.41%, starting density of the core a little under a third, Top Layer Used met4, yosys cell count 235, r2r endpoint Out_Addr1[9], DP HPWL ~6100 um, Power Dens Cells roughly 260 nW/um^2, Die Y 117 um, H-tree depth 3, cell family with the largest share of critical-path delay simple AND/OR/NAND/NOR gates, Post-Synthesis Cells 235, Top Layout Cells 96 x edfxtp_1, 96 x clkdlybuf4s50_1, 35 x xnor2_1, crit path cell chain clkdlybuf4s50_1 -> xnor2_1 -> nand4_1 -> nor4_1 -> and4_2 -> buf_4, Worst path slowest cell and4_2
where the power goes:
group	switching (mW)	total, mW	leakage (nW)	internal, mW
Sequential	0.0216	0.798	0.914	0.776
Clock	0.238	0.525	0.122	0.287
Combinational	0.0293	0.0713	0.713	0.0421
stage by stage:
step                hold slack [ns]  util (%)  power [mW]
floorplan                     0.424         -       0.842
global placement              0.506      40.2       0.885
detailed placement            0.510      40.2       0.885
CTS                           0.526      42.3        1.41
global route                  0.544      42.3        1.44
finish                        0.527      42.3        1.39
metal layers:
layer	global-route usage, %	vias up
met5	0	-
met4	1.43	0
met3	4.12	7
met2	20.9	84
met1	20.8	1099
li1	-	1101
area by class of cell:
class / count / area share, %
well taps: 172 / 4.00
multi-input cells: 131 / 19.0
repair buffers: 98 / 18.2
clock buffers: 10 / 4.26
flip-flops and latches: 96 / 53.6
inverters: 4 / 0.279
clock inverters: 6 / 0.675
flip-flops by register name, indices dropped and copies added, names as in the netlist:
register	count
Out_Addr2_plus_1	32
Out_Addr1	32
inc	32
logic make-up after synthesis:
group / Yosys count / share of synthesized area (%)
buffers and inverters: 8 / 1.14
AND/OR/NAND/NOR: 68 / 11.8
adder cells (fa/ha/maj): 1 / 0.317
XOR/XNOR: 62 / 13.8
flip-flops: 96 / 73.0
cells in the mapped netlist (all sizes together):
master   n  area [sq um]
edfxtp  96          2880
xnor2   35           307
xor2    27           236
nand3   14          92.6
nor4    13           119
nand4   12          90.1
nand2    7          28.8
and3     6          37.5
nor2     5          18.8
and4     4          37.5
inv      4          15.0
nor3     4          20.0
buf      2          22.5
clkbuf   2          7.51
and2     1          6.26
ha       1          12.5
nor2b    1          6.26
nor3b    1          7.51
worst min-delay path by stage:
stage / depth (start not counted) / start / slack (ns) / to
4_1_cts: 0 / inc[31] / 0.53 / Out_Addr1[31]
5_1_grt: 0 / inc[31] / 0.54 / Out_Addr1[31]
6_report: 0 / inc[31] / 0.53 / Out_Addr1[31]
Power is estimated from default activity; no workload was simulated.
