==> design/flow/design.v <==
`timescale 1ns / 1ps
module register_file(
    input [31:0] instruction,
    input [31:0] Data_in,
    input WE,
	 input clk,
    input [4:0] AddrIn3,
    output reg [31:0] DOut1,
    output reg [31:0] DOut2
    );
reg [4:0] AddrIn1;
reg [4:0] AddrIn2;
reg [31:0] register_memory [15:0];
integer i;
initial
begin
	AddrIn1 =0;
	AddrIn2 =0;
	for(i = 0; i < 16; i = i + 1)
	begin
		register_memory[i] <= i;
	end
	register_memory[14] <= 32'h415e6666;  
	register_memory[15] <= 32'h4161999a;  
end
always @ (posedge clk)
begin
	AddrIn1 = instruction[25:21];
	AddrIn2 = instruction[20:16];
	if(WE == 1'b1)
	begin
		register_memory[AddrIn3] = Data_in;
	end
	else
	begin
		DOut1 = register_memory[AddrIn1];
		DOut2 = register_memory[AddrIn2];
	end
end
endmodule
==> design/flow/run.sh <==
#!/bin/bash
# OpenROAD 26Q1-2900-gdf79404cd8, Yosys 0.63+post, stock flow scripts
make -C /OpenROAD-flow-scripts/flow DESIGN_CONFIG=/design/flow/config.mk WORK_HOME=/design/flow/orfs finish
==> design/flow/config.mk <==
export PLATFORM = sky130hd
export DESIGN_NAME = register_file
export DESIGN_NICKNAME = register_file
export VERILOG_FILES = /design/flow/design.v
export SDC_FILE = /design/flow/constraint.sdc
export NUM_CORES = 4
export LEC_CHECK = 1
export CORE_UTILIZATION = 50
==> design/flow/constraint.sdc <==
current_design register_file

set clk_period 5.3
set clk_io_pct 0.2

create_clock -name clk0 -period $clk_period [get_ports {clk}]

set non_clock_inputs [all_inputs -no_clocks]
set_input_delay [expr $clk_period * $clk_io_pct] -clock clk0 $non_clock_inputs
set_output_delay [expr $clk_period * $clk_io_pct] -clock clk0 [all_outputs]
==> impl_metrics.ini <==
; flow metrics
[floorplan]
fp_util_pct = 51.03
core_area_sq_um = 51720
io_pins = 135
die_w_um = 231.8
rows = 83
die-area_sq_um = 53710
die_height_um = 231.8

[timing]
fin_setup_tns_ns = 0
skew_ns = 0.01565
post-route-min-period_ns = 3.634
tightest_slew_ns = 1.047
hold_viol = 0
max_slew_margin_pct = 30.09
slew_viol_final = 0
fmax_mhz = 275.2
finalClockPeriodUsage_pct = 68.56
setup_violations = 0
rsz0062_at_grt = no

[clock_tree]
clock_latency_ns = 0.65
cts_buffer_depth = 3
ctsHoldBuffers = 0
root_buffer = clkbuf_16
cts_tree = yes
postCtsSetupBuffers = 0
cts_resized = 0
htree_levels = 2
clock-sinks = 576
cts-buffers-inserted = 61
path_clk_slew_ns = 0.06

[route]
n_antenna_cell = 0
wl_per_cell_um = 34.20
drc = 0
drtIter0Drc = 1495
num_vias = 19283
dr.pass1.iters = 8
routed_wl_um = 93090
via_per_inst = 7.084
ant_nets = 0

[setup_path]
critical-path-max-stage-delay_ns = 0.80
critPathCaptureType = flop
crit_chain = clkdlybuf4s50_1 > buf_4 > and4bb_1 > buf_4 > a22o_1 > a211oi_1 > o311ai_1
slowest_stage = and4bb_1
crit_arrival_ns = 4.01
cp_data_required_time_ns = 5.67
crit_path_start_kind = input port
cp_max_fo = 31
path_class = input port to flop
cp_common_cell = buf_4

[power_and_ir_drop]
p_int_mw = 7.952
sw_frac_of_total_pct = 23.65
seqPwrFrac_pct = 50.1
power_frac_clock_pct = 40.6
p_leak_nw = 9.644
switchingPower_mw = 2.464
power.density_nw_per_um2 = 343.4
power_mw = 10.42
combPwrFrac_pct = 9.3
ir_drop_uv = 263.6

[synthesis]
postSynthAreaPerCell_sq_um = 13.79
synth-edff-count = 576
yosys_cells = 1914
ys.flops = 576
synth_cells = 1914
synth_area_sq_um = 26390
area_leaders = edfxtp_1, a22o_1, nand3b_1, a21oi_1, a221oi_1
yosys-stat-area_sq_um = 26390
postSynthSeqShare_pct = 65.54
yosysWarningCount = 2
largest_area_cell = edfxtp_1
async_flop_share_pct = 0
flop_cell = edfxtp_1
top_cell_area_share_pct = 65.54
synth_cell_types = 66

[run]
openroad.warnings = 50
drv_cap = 0

[global_route]
grtUsageTotal_pct = 38.38
grt_max_degree = 61
grt_pass1_vias = 20165
grt_pass1_wl_um = 132100
antenna_found_initial = 1
overflow = 0

[placed_design]
gp_congestion = 0.9782
hpwl_um = 52710
portBuffers = 109

[final_layout]
area_growth_pct = 14.91
drive_above_1_share_pct = 12.98

[outcome]
outcome = finished, final reports clean

[hold_path]
hold_class = flop to flop
==> synthesized netlist by cell type, types with 14 or more instances <==
master     count
a221oi_1      76
or3b_2        30
o311ai_1      21
mux2_2        17
o21ai_0       32
nand2_1       14
clkbuf_1      92
edfxtp_1     576
a21oi_1      152
and3b_1       14
a31oi_1       38
or3_1         24
mux2i_1       26
nor2_1        81
a22o_1       176
nand3b_1     156
a211oi_1      43
a22oi_1       24
buf_2         67
a2111oi_0     29
nand3_1       34
a21boi_0      27
==> state kept, by name, summed over array words and instances (netlist names) <==
name / cells
DOut1: 32
register_memory: 512
DOut2: 32
==> worst paths after layout <==
kind / startpoint / end / slack [ns] / cells after the start
setup / recovery: instruction[17] / DOut2[18] / 1.67 / 7
hold / removal: register_memory[0][28] / DOut2[28] / 0.62 / 1
setup reg to reg: register_memory[6][19] / DOut1[19] / 3.30 / 3
hold reg to reg: register_memory[0][28] / DOut2[28] / 0.62 / 1
==> through the flow <==
step / utilization [%] / hold slack, ns / cells / cell area, sq um / setup WS [ns]
2_1_floorplan: - / 0.5427 / 1914 / 26390 / 0.1927
3_3_place_gp: 54.84 / 0.5738 / 2606 / 28360 / 1.067
3_5_place_dp: 54.84 / 0.5764 / 2606 / 28360 / 1.046
4_1_cts: 58.64 / 0.6025 / 2722 / 30330 / 1.700
5_1_grt: 58.64 / 0.6249 / 2722 / 30330 / 1.558
6_report: 58.64 / 0.6162 / 2722 / 30330 / 1.666
==> cells in the final DEF (no fill, tap or decap), drive strengths merged, types with 9 or more instances in the layout <==
master	n
clkbuf	70
nor3	14
o21ai	35
nand2b	14
nand3	34
or3b	30
nand2	14
or3	24
and3b	14
a32oi	9
a22oi	24
a2111oi	29
nor2	82
nor2b	12
a221oi	76
mux2i	26
clkdlybuf4s50	102
o22ai	10
o311ai	22
a21oi	152
a22o	176
a21boi	27
mux2	17
a211oi	43
clkinv	37
nand3b	156
buf	89
a31oi	38
edfxtp	576
inv	12
==> worst max-delay path, delay by kind of cell <==
family / cells / cell delay [ns]
buffers and inverters: 3 / 1.68
AND/OR/NAND/NOR: 1 / 0.80
AND-OR/OR-AND: 3 / 0.44
==> power groups by stage <==
stage                 clock (mW)  sequential, mW  combinational, mW
final                       4.23            5.22              0.967
after global routing        4.43            5.23               1.01
after CTS                   4.26            5.22              0.939
==> per-layer routing <==
layer / wire (um) / up-vias / global-route usage, %
met5: 273 / - / 5.974
met4: 4384 / 12 / 13.10
met3: 18210 / 318 / 30.45
met2: 38640 / 1788 / 49.79
met1: 31580 / 9125 / 50.34
li1: - / 8040 / -
==> cells by family after synthesis <==
group | synth area share, %
compound gates | 19.19
simple gates | 10.21
buf+inv | 3.266
mux | 1.797
flops | 65.54
==> final cells by class <==
type,count,area [sq um]
fill,3947,21390
sequential,576,17300
multi-input combinational,1147,8458
timing repair buffer,191,1709
clock buffer,70,1560
tap,680,850.8
clock inverter,46,407.9
inverter,12,46.29
Power and IR drop assume default switching activity.
