`design/flow/design.v`:
```
`timescale 1ns / 1ps
module Data_Mem(
    input [31:0] A_in,
    input [31:0] D_in,
    input WE,
    input clk,
    output reg [31:0] D_out
    );
reg [31:0] data_mem [31:0];
integer i;
initial
begin
	for(i = 0; i < 32; i = i + 1)
	begin
		data_mem[i] <= i;
	end
end
always @ (posedge clk)
begin
	if (WE == 1'b1)
	begin
		data_mem[A_in] <= D_in;
	end
	else if (WE == 1'b0)
	begin
		D_out <= data_mem[A_in];
	end
end
endmodule
```
`design/flow/config.mk`:
```
export PLATFORM = sky130hd
export DESIGN_NAME = Data_Mem
export DESIGN_NICKNAME = Data_Mem
export VERILOG_FILES = /design/flow/design.v
export SDC_FILE = /design/flow/constraint.sdc
export NUM_CORES = 4
export LEC_CHECK = 1
export CORE_UTILIZATION = 40
```
`design/flow/constraint.sdc`:
```
current_design Data_Mem

set clk_period 3.6
set clk_io_pct 0.2

create_clock -name clk0 -period $clk_period [get_ports {clk}]

set non_clock_inputs [all_inputs -no_clocks]
set_input_delay [expr $clk_period * $clk_io_pct] -clock clk0 $non_clock_inputs
set_output_delay [expr $clk_period * $clk_io_pct] -clock clk0 [all_outputs]
```
`design/flow/run.sh`:
```
#!/bin/bash
# OpenROAD 26Q1-2900-gdf79404cd8, Yosys 0.63+post, stock flow scripts
make -C /OpenROAD-flow-scripts/flow DESIGN_CONFIG=/design/flow/config.mk WORK_HOME=/design/flow/orfs finish
```
==> flow_metrics.tcl <==
# flow metrics
set metrics [dict create \
    die_height_um 319 \
    hold_viol 0 \
    core_region_area_um2 98900 \
    drcViolationCount 0 \
    p_leak_nw 16.2 \
    async_reset_ff_frac 0 \
    cts_resized 0 \
    rows 115 \
    grt_pass1_wl_mm 140 \
    clock-root-buffer "clkbuf_16" \
    crit_required_ns 4.00 \
    peakVddDrop_v 0.000398 \
    endpoint_kind "flip-flop" \
    slowest_stage "clkdlybuf4s50_1" \
    routed_wl_mm 96.1 \
    critPathTopFamily "buffers and inverters" \
    yosys_area_um2 40100 \
    period_needed_ns 2.81 \
    cts_setup_buffers 0 \
    hold_start "data_mem[12][21]" \
    gr-total-overflow 0 \
    dieWidth_um 319 \
    skew_ns 0.0261 \
    ant_nets 0 \
    post-synth-top-area-fraction 0.791 \
    cts.sinks 1056 \
    drtPass1Iterations 5 \
    r2r-start "data_mem[27][5]" \
    path_class "in2reg" \
    antenna_found_initial 6 \
    first_global_vias 21667 \
    vias_per_cell 5.48 \
    path_cells "clkdlybuf4s50_1 -> buf_4 -> nand4_1 -> buf_12 -> o22ai_1 -> nor4_1 -> buf_4 -> nand2_1" \
    die_area_um2 101000 \
    warnings 53 \
    r2r_end "D_out[5]" \
    holdCritPathClass "reg2reg" \
    crit_buf_inv 4 \
    syn_area_um2 40100 \
    post-route-period-util 0.780 \
    worst_setup_path_start_kind "input port" \
    ctsHoldBuffers 0 \
    synth.most_common_cell "edfxtp_1" \
    powerDensity_nw_per_um2 537 \
    drt_iter0_drc 951 \
    slew_headroom 0.327 \
    max_stage_delay_ns 0.76 \
    topCellsByArea "edfxtp_1 (79%), mux2i_1 (13%), o22ai_1 (4.0%)" \
    r2r_cells 5 \
    holdPathStages 4 \
    rrSetupSlack_ns 1.88 \
    htree_num_levels 3 \
    yosysUniqueCellTypes 24 \
    cts_inserted_buffers 105 \
    post-dp-hpwl_mm 54.0 \
    yosys_warnings 1 \
    cpMostUsedCell "buf_4" \
    flop_cell "edfxtp_1" \
    track_usage 0.209 \
    wl_per_cell_um 26.0 \
    areaGrowthSynthToFinish_pct 17.7 \
    fmax_mhz 356 \
    holdPathEnd "D_out[21]" \
    worstMarginPinSlew_ns 1.01 \
    gp_congestion 0.831 \
    syn_inst 2108 \
    ys_cells 2108 \
    top_area_cell "edfxtp_1" \
    worstPathMaxFanout 20 \
    maxCapViolations 0 \
    cp.arrival_ns 3.20 \
    synth-edff-count 1056 \
    ios 98 \
    postSynthSeqShare 0.791 \
    drv_slew 0 \
    setup_tns_ns 0 \
    ys_ff 1056 \
    rsz0062_at_grt "no" \
    portBuffers 70 \
    top_cells_by_count "edfxtp_1 (1056), mux2i_1 (512), o22ai_1 (255)" \
    cts_tree "yes" \
    avgSynthCellArea_um2 19.0 \
    cts.clk_slew.worst_paths_ns 0.06 \
    drive_above_1_share 0.148 \
    insertion_delay_ns 0.67 \
    grt_max_degree 61 \
    cts_buffer_depth 3 \
    outcome "finished clean" \
    setup_viol_count_final 0 \
    fp-utilization 0.405 \
    vias 20283 \
    total_power_mw 25.3 \
]
## layout make-up
| cell class | instances | area, um2 |
|---|---|---|
| Sequential cell | 1056 | 31700 |
| Multi-Input combinational cell | 925 | 7960 |
| Tap cell | 1287 | 1610 |
| Timing Repair Buffer | 237 | 2570 |
| Antenna cell | 1 | 2.50 |
| Clock inverter | 61 | 572 |
| Clock buffer | 133 | 2730 |
| Fill cell | 7840 | 51700 |
| Inverter | 1 | 3.75 |
## flip-flops by register name, indices dropped and copies added, names as in the netlist
register and cells:
D_out 32, data_mem 1024
## layout by cell type (no fill, tap or decap), drive strengths merged
master,n
edfxtp,1056
mux2i,512
o22ai,256
buf,168
clkbuf,133
clkdlybuf4s50,69
nor4,64
clkinv,47
nand2,34
nor2,29
bufinv,9
nand4bb,6
inv,5
nand3b,4
nor3,4
nand4b,4
or4b,4
or3b,2
nand3,2
or3,2
diode,1
nand4,1
or4,1
clkinvlp,1
## cells by family (layout without fill, tap and decap cells)
group / count (synthesis) / count (layout) / share of synthesized area
flops: 1056 / 1056 / 0.791
mux: 512 / 512 / 0.128
compound gates: 256 / 256 / 0.0401
simple gates: 157 / 157 / 0.0223
buf+inv: 127 / 432 / 0.0182
other cells: 0 / 1 / 0
## worst min-delay path, cell delays in order, from the launching register on
cell and delay (ns):
edfxtp_1 0.31, mux2i_1 0.06, o22ai_1 0.14, nor4_1 0.07, nand2_1 0.06
## stage by stage
step	util	cells	setup slack (ns)	area (um2)	hold slack, ns
finish	0.477	3701	0.792	47200	0.739
detailed placement	0.444	3506	0.0793	43900	0.723
global placement	0.444	3506	0.102	43900	0.719
global route	0.477	3701	0.553	47200	0.778
floorplan	-	2108	0.0747	40100	0.651
CTS	0.477	3700	0.778	47200	0.732
## worst max-delay path by stage
stage	start	to	slack, ns	depth (start not counted)
global route	A_in[4]	D_out[5]	0.55	7
finish	A_in[0]	D_out[16]	0.79	8
CTS	A_in[0]	D_out[27]	0.78	7
## per-layer routing
layer,up-vias,GRT usage,part of all wire
met2,1249,0.313,0.48
met5,-,0.00378,0.0013
met4,14,0.0378,0.021
met3,151,0.165,0.17
li1,9063,-,-
met1,9806,0.245,0.33
## where the power goes
group          switching [mW]  total, mW  internal [mW]
Sequential             0.0464       13.8           13.7
Clock                    4.37       10.4           6.02
Combinational           0.710       1.19          0.476
Power figures rest on the tool's default switching activity, not on a simulated workload.
